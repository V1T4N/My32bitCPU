==> /design/flow/design.v <==
 module REGISTER(
	input CLK,
	input RST,
	input [4:0] REGNUM0,REGNUM1,REGNUM2,  
	input [31:0] data_in,
	input WE0,  
	output [31:0] DOUT0,DOUT1
	);
	reg[31:0] r[15:0];  
	assign DOUT0 = (REGNUM0==0) ? 0 : r[REGNUM0];
	assign DOUT1 = (REGNUM1==0) ? 0 : r[REGNUM1];
	integer i;
	always @(posedge CLK) begin
		if(WE0) r[REGNUM2] <= data_in;
		if(RST)begin
			for(i=0;i<16;i=i+1)
				r[i]=0;
		end
	end
endmodule
==> /design/flow/run.sh <==
#!/bin/bash
# OpenROAD 26Q1-2900-gdf79404cd8, Yosys 0.63+post, stock flow scripts
make -C /OpenROAD-flow-scripts/flow DESIGN_CONFIG=/design/flow/config.mk WORK_HOME=/design/flow/orfs finish
==> /design/flow/config.mk <==
export PLATFORM = sky130hd
export DESIGN_NAME = REGISTER
export DESIGN_NICKNAME = REGISTER
export VERILOG_FILES = /design/flow/design.v
export SDC_FILE = /design/flow/constraint.sdc
export NUM_CORES = 4
export LEC_CHECK = 1
export CORE_UTILIZATION = 30
==> /design/flow/constraint.sdc <==
current_design REGISTER

set clk_period 8.7
set clk_io_pct 0.2

create_clock -name clk0 -period $clk_period [get_ports {CLK}]

set non_clock_inputs [all_inputs -no_clocks]
set_input_delay [expr $clk_period * $clk_io_pct] -clock clk0 $non_clock_inputs
set_output_delay [expr $clk_period * $clk_io_pct] -clock clk0 [all_outputs]
==> insert_results.sql <==
-- implementation run metrics
INSERT INTO impl_metrics (metric_group, metric, value, unit) VALUES
('worst_setup_path', 'worstReg2RegEnd', 'r[0][23]', ''),
('power', 'pwr-share-comb', '9.0', '%'),
('power', 'switching_power', '1.38', 'mW'),
('logic_synthesis', 'yosys_warnings', '1', ''),
('worst_setup_path', 'worst_r2r_startpoint', 'r[0][23]', ''),
('logic_synthesis', 'netlist_area', '25800', 'µm²'),
('place', 'placedInstanceArea', '27600', 'µm²'),
('run', 'max_cap_violations', '0', ''),
('route', 'drtPass1Iterations', '5', ''),
('route', 'wl', '99.6', 'mm'),
('timing', 'post-route-min-period', '6520', 'ps'),
('route', 'post-route-drc-count', '0', ''),
('route', 'dr_total_vias', '23123', ''),
('clock_tree', 'cts_root_buf', 'clkbuf_16', ''),
('timing', 'final_max_tran_viols', '0', ''),
('worst_setup_path', 'cp_max_fo', '42', ''),
('power', 'total_power', '5.44', 'mW'),
('logic_synthesis', 'avgSynthCellArea', '8.38', 'µm²'),
('timing', 'timing_worst_slew_pin_value', '752', 'ps'),
('logic_synthesis', 'synth.lib_cells_used.distinct', '41', ''),
('floorplan', 'dieHeight', '295', 'µm'),
('route', 'avgViaCountPerCell', '5.54', ''),
('grt', 'maximum_number_of_pins_on_one_net_before_global_route_repair', '150', ''),
('timing', 'report.final.hold_viol_count', '0', ''),
('timing', 'final.setup_skew', '0', 'ps'),
('floorplan', 'number_of_top_level_pins', '114', ''),
('floorplan', 'floorplan.die_area', '87000', 'µm²'),
('power', 'leakage_power_total', '9.80', 'nW'),
('place', 'place.port_buffers', '112', ''),
('timing', 'slew_headroom', '49.8', '%'),
('clock_tree', 'path_clk_slew', '50', 'ps'),
('final_layout', 'area.growth.synth_to_final', '14.9', '%'),
('logic_synthesis', 'synth.top_cell.area_share', '39.8', '%'),
('clock_tree', 'clock_sinks', '512', ''),
('timing', 'final_min_period_over_clock_period', '75.0', '%'),
('logic_synthesis', 'synth_cells', '3072', ''),
('power', 'power.ir.vdd_worst', '0.153', 'mV'),
('final_layout', 'comb_area', '14300', 'µm²'),
('floorplan', 'floorplan.core_area', '85100', 'µm²'),
('clock_tree', 'ctsResizeCount', '0', ''),
('route', 'antenna_left', '0', ''),
('timing', 'finalSetupTns', '0', 'ps'),
('hold_path', 'worstHoldStart', 'r[3][7]', ''),
('logic_synthesis', 'area_leaders', 'dfxtp_1 (40%), nand2_1 (16%), mux4_2 (14%)', ''),
('route', 'number_of_violations_reported_at_the_end_of_detailed_routing_iteration_0', '1967', ''),
('final_layout', 'max_flop_register', 'r', ''),
('logic_synthesis', 'synth-seq-area-share', '39.8', '%'),
('final_layout', 'largest_reg_flops', '512', ''),
('place', 'place_inst', '4073', ''),
('outcome', 'run_status', 'finished, final reports clean', ''),
('logic_synthesis', 'synth_area_leader', 'dfxtp_1', ''),
('power', 'power_report.internal_total', '4.06', 'mW'),
('logic_synthesis', 'synth.yosys.chip_area', '25800', 'µm²'),
('power', 'power_frac_clock', '46.9', '%'),
('timing', 'unrepaired_setup_endpoints_after_global_routing', 'no', ''),
('logic_synthesis', 'synth_flops', '512', ''),
('timing', 'hold-worst-slack', '464', 'ps'),
('worst_setup_path', 'arrival', '4780', 'ps'),
('final_layout', 'filler_cells_inserted', '8719', ''),
('clock_tree', 'cts_made_buffers', '56', ''),
('worst_setup_path', 'path_class', 'in -> out', ''),
('logic_synthesis', 'ff_type', 'dfxtp_1', ''),
('logic_synthesis', 'yosysCellCount', '3072', ''),
('final_layout', 'layout.cells.most_common_list', 'nand2_1 (1,075), a21oi_1 (514), dfxtp_1 (512), mux2i_1 (199), mux4_2 (155)', ''),
('run', 'openroad.warnings', '35', ''),
('logic_synthesis', 'ys_async_sr_fraction', '0', '%'),
('grt', 'grt_pass1_wl', '146', 'mm'),
('clock_tree', 'holdBufCountCts', '0', ''),
('place', 'gp_routability_congestion', '0.886', ''),
('grt', 'grt_use_total', '23.5', '%'),
('final_layout', 'area_taken_by_flip_flops_and_latches', '10200', 'µm²');
## logic make-up after synthesis
| logic type | after synthesis | share of synthesized area (%) |
|---|---|---|
| buffers and inverters | 322 | 5.54 |
| AOI/OAI and AO/OA | 711 | 15.6 |
| and+or+nand+nor | 1171 | 17.6 |
| DFF | 512 | 39.8 |
| muxes | 356 | 21.4 |
## metrics by stage
| step | util (%) | worst slack (ps) |
|---|---|---|
| detailed placement | 32.4 | 2270 |
| floorplan | - | 3940 |
| global route | 34.8 | 2110 |
| CTS | 34.7 | 2270 |
| global placement | 32.4 | 2230 |
| finish | 34.8 | 2180 |
## power groups by stage
stage / Clock [mW] / Combinational [mW] / Sequential, mW
4_1_cts: 2.56 / 0.484 / 2.40
5_1_grt: 2.65 / 0.517 / 2.40
6_report: 2.55 / 0.492 / 2.40
## synth_stat cells, types with 2 or more instances
library cell	number
nand2_1	1087
a21oi_1	514
dfxtp_1	512
clkbuf_1	211
mux2i_1	199
mux4_2	155
a22oi_1	112
buf_2	84
nand3_1	36
o22ai_1	36
o21ai_0	14
a221o_1	13
a22o_1	13
nor2_1	13
buf_4	12
buf_1	7
nor2b_1	7
nor3_1	7
o21ai_1	5
buf_6	4
nand3b_1	4
nor2_2	3
a221oi_1	2
and2_1	2
and3b_1	2
buf_8	2
nand2b_1	2
## final cells by class
| class | instances | share of cell area (%) |
|---|---|---|
| Multi-Input combinational cell | 2238 | 48.3 |
| Clock inverter | 14 | 0.727 |
| Timing Repair Buffer | 178 | 5.59 |
| Tap cell | 1144 | 4.84 |
| Clock buffer | 86 | 5.90 |
| Sequential cell | 512 | 34.6 |
| Antenna cell | 4 | 0.0338 |
| Inverter | 1 | 0.0127 |
## metal layers
metal,wire (µm),global-route usage [%],vias up
li1,-,-,10498
met1,38100,30.4,11203
met2,46100,36.6,1182
met3,11600,9.19,236
met4,3620,7.18,4
met5,118,0.831,-
## worst max-delay path, stage by stage
cell             delay [ps]
buf_4                   560
buf_4                   630
or3b_2                  730
o22ai_1                 120
o21ai_0                 240
nand2_1                 230
clkdlybuf4s50_1         510
## worst max path at each step
stage | depth (start not counted) | slack (ps) | start | endpoint
global route | 7 | 2110 | REGNUM1[2] | DOUT1[31]
finish | 7 | 2180 | REGNUM1[2] | DOUT1[31]
CTS | 7 | 2270 | REGNUM1[2] | DOUT1[29]
Power is estimated from default activity; no workload was simulated.
