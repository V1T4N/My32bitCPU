[design/flow/constraint.sdc]
current_design RAM

set clk_period 21.5
set clk_io_pct 0.2

create_clock -name clk0 -period $clk_period [get_ports {CLK}]

set non_clock_inputs [all_inputs -no_clocks]
set_input_delay [expr $clk_period * $clk_io_pct] -clock clk0 $non_clock_inputs
set_output_delay [expr $clk_period * $clk_io_pct] -clock clk0 [all_outputs]
[design/flow/design.v]
 module RAM(
	input CLK,
	input RST,
	input [5:0] ADDR,
	input [31:0] data_in,
	input WE0,
	output [31:0] ReadData,
	output [9:0]M0
	);
	reg[31:0] m[31:0];  
	assign ReadData = m[ADDR];
	assign M0 = m[6'b0][9:0];
	integer i;
	always @(posedge CLK) begin
		if(WE0) m[ADDR] <= data_in;
		if(RST)begin
			for(i=0;i<32;i=i+1)
				m[i]=0;
		end
	end
endmodule
[design/flow/run.sh]
#!/bin/bash
# OpenROAD 26Q1-2900-gdf79404cd8, Yosys 0.63+post, stock flow scripts
make -C /OpenROAD-flow-scripts/flow DESIGN_CONFIG=/design/flow/config.mk WORK_HOME=/design/flow/orfs finish
[design/flow/config.mk]
export PLATFORM = sky130hd
export DESIGN_NAME = RAM
export DESIGN_NICKNAME = RAM
export VERILOG_FILES = /design/flow/design.v
export SDC_FILE = /design/flow/constraint.sdc
export NUM_CORES = 4
export LEC_CHECK = 1
export CORE_UTILIZATION = 40
==> deck_impl_summary.md <==
Run Summary

Outcome
  • Status: finished, final reports clean

Die
  • Initial Utilization: between 40% and 50%
  • # rows: 120
  • CORE AREA: 0.1075 sq mm
  • Die W: roughly 330 microns
  • Io pins: 83
  • Die Height: 332.0 microns
  • Chip footprint: 0.1103 sq mm

Detailed routing
  • DR iter-0 viols: 3744
  • Final ANT Viol Nets: 0
  • Routed WL: ~150 mm
  • Drt via density: 5.632
  • Pre-antenna DRT Iters: 6
  • Total number of vias: roughly 40000
  • Drc violations: 0
  • Drt wl/cell: 21.85 microns

STA
  • Setup-failing EPs final: 0
  • RSZ-0062 raised after global routing: no
  • Final hold violation count: 0
  • Clk_skew: 0 ns
  • Min cycle time layout: 13.70 ns
  • Fin crit share: between 60% and 70%
  • Setup_tns: 0 ns
  • Timing-limited maximum frequency: 73.00 MHz
  • Least-Margin Pin Slew: 0.9760 ns
  • Max_slew headroom: between 30% and 40%
  • Final Slew Violations: 0
  • Setup slack after layout: 7.802 ns

Logic synthesis
  • Synth async-reset ratio: 0%
  • Synthesis area per yosys: 0.04357 sq mm
  • Post-synth top area cell: dfxtp_1
  • Yosys top cell area share: 47.05%
  • # Cells Yosys: 5618
  • Unique cell types: 30
  • Cell area leaders: dfxtp_1 47%, nand2_1 18%, a21oi_1 12%
  • Post-Syn Area: around 0.044 sq mm
  • Mean post-synth cell area: 7.756 sq um
  • Main flop type: dfxtp_1
  • Synth Seq Share: a little under half
  • Yosys reg bits: 1024
  • Post-synth EDFFs: 0
  • Ys Warns: 1
  • Post-Synthesis Cells: approximately 5600

Cells and area
  • Top Layout Cells: 2097 x nand2_1, 1024 x a21oi_1, 1024 x dfxtp_1
  • Most frequent logic cell in the layout: nand2_1
  • Top Registers: m x1024
  • Fin util: roughly 45%
  • Share of cells above drive strength 1: 6.951%
  • Largest Register: m
  • Synth-to-Final Area Change: 12.14%
  • Fillers: 10340
  • Finished Cell Area: 0.04886 sq mm
  • Largest register FFs: roughly 1000

Min path
  • Worst hold start: m[5][10]$_SDFFE_PP0P_
  • WHS Path Cells: 2
  • Min-Delay Endpoint: m[5][10]$_SDFFE_PP0P_
  • HP Class: reg -> reg

Global routing
  • Met2 Use GR: 40.87%
  • Pin count of the biggest net entering global routing: 165
  • Antenna violations before repair: 2
  • First-pass GRT wire length: 226.1 mm
  • GR Util met1: between 40 and 50%
  • Gr ovfl total: 0
  • GRT Overall Usage: around 28%
  • GR peak layer: met1
  • GRT met3 Usage: 7.311%
  • Vias in the first global route: about 36000

Worst setup path
  • Worst Path Buf+Inv: 6
  • Reg-to-reg startpoint: m[0][1]$_SDFFE_PP0P_
  • Crit path max-delay cell type: buf_4
  • Top cell by count, worst path: buf_4
  • Crit path max-delay family: buffers and inverters
  • CP max FO: 73
  • Max incr delay on CP: 0.75 ns
  • Path depth of the worst reg2reg path: 2
  • Cells along the critical path: buf_8 -> buf_4 -> buf_4 -> buf_4 -> buf_4 -> mux2i_1 -> o22ai_1 -> nor4_1 -> nand2_1 -> clkdlybuf4s50_1
  • Nature of the critical path endpoint: output pin
  • CP arrival: 9.40 ns
  • Worst r2r dst: m[0][1]$_SDFFE_PP0P_
  • Reg2Reg Setup Slack: roughly 21 ns
  • Worst endpoint required time: 17.20 ns
  • CP Class: in -> out
  • Startpoint Class: primary input

Placement
  • DP HPWL: 82.21 mm
  • Post-DP Area: 0.04530 sq mm
  • Number of port buffers: ~81
  • GPL Wtd Cong: 0.8447
  • DP Worst Slack: between 7 and 8 ns

Power and ir drop
  • Worst VDD drop: 0.00005818 V
  • Sequential fraction of design power: 48.0%
  • Clk network pwr share: 46.7%
  • Power Density: 81.71 mW/mm^2
  • Comb pwr share: 5.3%
  • Switching pwr: roughly 0.00094 W
  • Power Internal: 0.003049 W
  • P_leak: 16.36 nW
  • Switching part of the total power: 23.61%

Clock tree
  • Post-CTS Setup Repair Bufs: 0
  • H-tree depth: 3
  • CTS sink cnt: 1024
  • Total CTS buffers: 106
  • Root buffer cell: clkbuf_16
  • Post-CTS Resized: 0
  • Bufs on Longest Clock Path: 3
  • # hold bufs at CTS: 0
  • TritonCTS clock tree: yes
  • Clk pin slew, worst setup/hold paths: ~0.06 ns
  • Clk latency of the worst-skew pair: ~0.68 ns

Run
  • Tool Warnings: 36
  • Max-Cap Viols: 0
-- power groups by stage --
| stage | logic [W] | clock network [W] | registers (W) |
|---|---|---|---|
| finish | 0.000211 | 0.00186 | 0.00192 |
| global route | 0.000222 | 0.00196 | 0.00192 |
| CTS | 0.000208 | 0.00188 | 0.00192 |
-- layer usage --
| layer | vias up | part of all wire, % | routed length, microns |
|---|---|---|---|
| met2 | 1535 | 44 | 66200 |
| met1 | 18690 | 43 | 64950 |
| li1 | 18370 | - | - |
| met5 | - | 0.0086 | 13 |
| met3 | 262 | 9.9 | 14860 |
| met4 | 2 | 3.1 | 4711 |
-- cell usage after synthesis (4+ instances only) --
master and count:
o22ai_1 256, nor3_2 8, or4b_1 4, clkbuf_1 373, mux2i_1 512, nor4_1 64
nand4b_1 4, buf_4 11, a21oi_1 1024, nand3_1 13, nor3_1 5, and3_1 6
or3_1 5, nand4bb_1 6, buf_2 169, nand2_1 2097, nor2_1 17, dfxtp_1 1024
-- logic make-up (layout without fill, tap and decap cells) --
group,count (synthesis),count (layout),synth area share (%)
AND-OR/OR-AND,1280,1280,15.44
buffers and inverters,556,434,5.422
AND/OR/NAND/NOR,2246,2246,20.33
flip-flops,1024,1024,47.05
other,0,1,0
multiplexers,512,512,11.76
-- worst register-to-register path: stages, from the launching register on --
cell and delay (ns):
dfxtp_1 0.42, nand2_1 0.07, a21oi_1 0.16
-- worst max path at each step --
stage / start / endpoint / slack [ns] / cells after the start
CTS: ADDR[1] / ReadData[13] / 7.88 / 10
global route: ADDR[1] / ReadData[17] / 7.52 / 10
finish: ADDR[1] / ReadData[13] / 7.80 / 10
-- cell type report --
class	instances	area (sq um)	share of cell area [%]
Antenna cell	1	2.502	0.005122
Clock buffer	171	3292	6.738
Clock inverter	26	267.8	0.5480
Multi-Input combinational cell	4038	21010	42.99
Sequential cell	1024	20500	41.96
Tap cell	1403	1755	3.593
Timing Repair Buffer	237	2037	4.169
-- through the flow --
stage	total power, W	hold slack, ns	std cells
floorplan	0.002093	0.4357	5618
global placement	0.002166	0.4405	6702
detailed placement	0.002167	0.4458	6702
CTS	0.004009	0.4538	6899
global route	0.004100	0.4659	6899
finish	0.003992	0.4514	6900
Power is estimated from default activity; no workload was simulated.
