## /design/flow/design.v

```verilog
 module ALU(
	input [1:0] ALUOp,
	input [31:0] SrcA,
	input [31:0] SrcB,	
	output signed [31:0] ALUout,
	output flag
 );
   reg signed [32:0] tout;
	always @(*)begin  
		case(ALUOp)
			2'b00: tout <= SrcA + SrcB;
			2'b01: tout <= SrcA - SrcB;
			2'b10: tout <= SrcA & SrcB;
			2'b11: tout <= SrcA | SrcB;
		endcase
	end
    assign flag = tout[32];  
    assign ALUout = tout[31:0];  
endmodule
```

## /design/flow/constraint.sdc

```tcl
current_design ALU

set clk_period 19.7
set clk_io_pct 0.2

create_clock -name clk0 -period $clk_period

set non_clock_inputs [all_inputs -no_clocks]
set_input_delay [expr $clk_period * $clk_io_pct] -clock clk0 $non_clock_inputs
set_output_delay [expr $clk_period * $clk_io_pct] -clock clk0 [all_outputs]
```

## /design/flow/run.sh

```bash
#!/bin/bash
# OpenROAD 26Q1-2900-gdf79404cd8, Yosys 0.63+post, stock flow scripts
make -C /OpenROAD-flow-scripts/flow DESIGN_CONFIG=/design/flow/config.mk WORK_HOME=/design/flow/orfs finish
```

## /design/flow/config.mk

```make
export PLATFORM = sky130hd
export DESIGN_NAME = ALU
export DESIGN_NICKNAME = ALU
export VERILOG_FILES = /design/flow/design.v
export SDC_FILE = /design/flow/constraint.sdc
export NUM_CORES = 4
export LEC_CHECK = 1
export CORE_UTILIZATION = 40
```

==> results.json <==
{
  "outcome": "complete, no violations",
  "crit_path_end_kind": "output port",
  "grtUsageTotal": 0.244,
  "std_cell_rows": 32,
  "drt-initial-drc-count": 187,
  "pwr-share-seq": 0,
  "critPathLaunchType": "input port",
  "final.clkbuf_count": 0,
  "post_synthesis_to_final_layout_area_growth_pct": 32.4,
  "synthesis.area_um2": 3250,
  "grt_pass1_wl_mm": 16.7,
  "antenna_found_initial": 0,
  "chip_area_um2": 8480,
  "buffer_ports.inserted": 99,
  "synth.lib_cells_used.distinct": 61,
  "worst_slew_pin_slew_ns": 0.790,
  "cts_resized": 0,
  "pre_cts_ws_ns": 6.92,
  "layout-drive-gt1-share": 0.0381,
  "fin_setup_tns_ns": 0,
  "timing.setup.critical_path_class": "input port to output port",
  "p_int_mw": 0.0831,
  "cts_setup_buffers": 0,
  "synth_cells": 470,
  "clkPwrFrac": 0,
  "sw_frac_of_total": 0.488,
  "ant_nets": 0,
  "coreArea_um2": 7810,
  "final-seq-area_um2": 0,
  "vertical_die_dimension_um": 92.1,
  "power_mw": 0.162,
  "fp.dieW_um": 92.1,
  "power_leakage_nw": 1.75,
  "ys_area_um2": 3250,
  "post_cts_hold_buffer_count": 0,
  "period_used_share": 0.651,
  "pin_count_of_the_biggest_net_entering_global_routing": 63,
  "final_period_minus_worst_setup_slack_ns": 12.83,
  "num-fill-cells": 766,
  "globalplace.congestion": 0.941,
  "power.density_nw_per_um2": 37.7,
  "unrepaired_setup_endpoints_after_global_routing": "false",
  "power_switching_mw": 0.0791,
  "number_of_global_route_vias_before_repair": 3459,
  "crit_fanout": 6,
  "synth.avg_cell_area_um2": 6.91,
  "max_freq_ghz": 0.0780,
  "timing.hold.worst.class": "input port to output port",
  "maxSlewHeadroom": 0.466,
  "first_pass_drt_iterations": 4,
  "ir_drop_uv": 20.8,
  "synth.yosys.seq_area_share": 0,
  "maxCapViolCount": 0,
  "dpl.cell_count": 653,
  "worst_ep_arrival_time_ns": 8.89,
  "synth-cells-yosys": 470,
  "finalSetupViolations": 0,
  "routed-via-count": 3714,
  "slew_violations": 0,
  "detailedPlacementHpwl_mm": 8.26,
  "final_cells": 653,
  "drc_errors": 0,
  "average_wire_per_cell_in_the_routed_design_um": 15.7,
  "ys_warn_count": 1,
  "routed_wl_mm": 10.2,
  "io-pin-count": 99,
  "critical_path_required_ns": 15.76,
  "worst_slack_setup_final_ns": 6.87,
  "log_warnings": 35,
  "globalRouteOverflowTotal": 0,
  "share_comb_of_total_power": 1.000,
  "fp-utilization": 0.416,
  "via_per_inst": 5.69,
  "hold_viol": 0,
  "flops": 0,
  "route.antenna.diode_count": 0
}
## placed cells by master (no fill, tap or decap), types with 3 or more instances in the layout
cell / instances
mux2i_1: 3
clkdlybuf4s50_1: 98
nor2_1: 27
and2_1: 3
o21bai_1: 6
o21ai_0: 35
nand2b_1: 3
nand4_1: 6
xor2_1: 26
o21a_1: 8
o31ai_1: 8
and3_1: 8
nand3_1: 3
a311oi_1: 4
xnor2_1: 24
a21boi_0: 3
nand2_1: 48
a31oi_1: 7
nor3_1: 9
maj3_1: 29
mux2_2: 3
o211ai_1: 4
a211oi_1: 7
and4_1: 3
a21oi_1: 44
nor2b_1: 7
buf_4: 4
ha_1: 35
nor4_1: 4
or4_4: 5
o41ai_1: 3
o21ai_1: 8
inv_1: 15
a21o_1: 18
## final timing paths
path	depth (start not counted)	start	end
worst max-delay path	14	SrcB[3]	flag
worst min-delay path	5	ALUOp[1]	ALUout[8]
## synth_stat cells, types with 2 or more instances
cell / instances / area (um^2)
a2111oi_0: 2 / 17.5
a211oi_1: 7 / 52.6
a21boi_0: 3 / 22.5
a21o_1: 18 / 135
a21oi_1: 44 / 220
a311oi_1: 4 / 35.0
a31oi_1: 7 / 43.8
and2_1: 3 / 18.8
and3_1: 8 / 50.1
and4_1: 3 / 26.3
buf_1: 3 / 11.3
clkbuf_1: 17 / 63.8
ha_1: 35 / 438
inv_1: 15 / 56.3
maj3_1: 29 / 290
mux2_2: 3 / 33.8
mux2i_1: 3 / 30.0
nand2_1: 48 / 180
nand2b_1: 3 / 18.8
nand3_1: 3 / 15.0
nand4_1: 6 / 37.5
nor2_1: 27 / 101
nor2b_1: 7 / 43.8
nor3_1: 9 / 45.0
nor3b_1: 2 / 15.0
nor4_1: 4 / 25.0
o211ai_1: 4 / 30.0
o21a_1: 8 / 60.1
o21ai_0: 35 / 175
o21ai_1: 8 / 40.0
o21bai_1: 6 / 45.0
o22ai_1: 2 / 12.5
o311a_1: 2 / 20.0
o31ai_1: 8 / 60.1
o41ai_1: 3 / 26.3
o41ai_2: 2 / 32.5
or3_1: 2 / 12.5
or4_1: 2 / 15.0
or4_4: 5 / 56.3
xnor2_1: 24 / 210
xor2_1: 26 / 228
## power groups by stage
stage / logic [mW] / clock network [mW] / registers, mW
final: 0.162 / 0 / 0
after CTS: 0.162 / 0 / 0
after global routing: 0.180 / 0 / 0
## critical path, cell delays in order
cell	delay [ns]
clkdlybuf4s50_1	0.49
or4_4	0.56
or4_4	0.52
o31ai_1	0.31
xor2_1	0.18
ha_1	0.29
a21oi_1	0.19
o21ai_1	0.11
a2111oi_0	0.47
o21ai_0	0.24
or3_1	0.47
a311oi_1	0.33
mux2_2	0.37
clkdlybuf4s50_1	0.40
## logic make-up after synthesis
kind of cell,Yosys count,share of synthesized area
compound gates,173,0.344
xor+xnor,50,0.135
fa+ha+maj,65,0.230
simple gates,138,0.225
mux,6,0.0196
buf+inv,38,0.0466
## metal layers
layer  vias to the layer above  share of wire  wire (um)  track usage
li1                       1937              -          -            -
met2                       113           0.45       4600        0.397
met3                         4          0.056        577       0.0211
met1                      1660           0.49       5020        0.367
met4                         0         0.0036         37      0.00911
met5                         -              0          0            0
## through the flow
stage / util / area (um^2) / hold WS, ns
2_1_floorplan: - / 3250 / 8.06
3_3_place_gp: 0.551 / 4300 / 8.87
3_5_place_dp: 0.551 / 4300 / 8.86
4_1_cts: 0.551 / 4300 / 8.88
5_1_grt: 0.551 / 4300 / 8.93
6_report: 0.551 / 4300 / 8.85
## area by class of cell
class / count / area, um^2 / area share
Inverter: 16 / 60.1 / 0.0140
Multi-Input combinational cell: 432 / 3100 / 0.720
Tap cell: 102 / 128 / 0.0297
Timing Repair Buffer: 103 / 1020 / 0.236
Power and IR drop assume default switching activity.
